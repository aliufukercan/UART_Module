### design.v
module UART_Tx(
    input clk,
    input rst,
    input tx_val,
    input pulse_tx,
    input [7:0] tx_data,
    output reg tx,
    output reg busy
    );
parameter idle = 3'b000, start = 3'b001, transmit_data = 3'b010, stop = 3'b011, done = 3'b100;
reg [2:0] state;
reg [2:0] bit_index = 0;
reg [7:0] r_tx_data = 0;  
always @(posedge clk or posedge rst)
begin
    if (rst == 1) begin
        state <= idle;
        tx <= 1'b1;
        busy <= 0;
        bit_index <= 0;
    end else begin
        case (state)
        idle: begin
            tx <= 1'b1;
            busy <= 0;
            bit_index <= 0;
            if (tx_val == 1) begin
                r_tx_data <= tx_data;
                state <= start;
            end else
                state <= idle; 
            end 
        start: begin  
            busy <= 1;
            tx <= 1'b0;
            state <= transmit_data;
            end
        transmit_data: begin
            if (pulse_tx == 1) begin
                tx <= r_tx_data[bit_index];
                if(bit_index < 7) begin
                    bit_index <= bit_index + 1;
                    state <= transmit_data;
                end else begin
                    bit_index <= 0;
                    state <= stop;
                end 
            end
            end   
        stop: begin  
            if (pulse_tx == 1) begin
                tx <= 1'b1;
                state <= done;
            end
            end
        done: begin  
            if (pulse_tx == 1) begin
                busy <= 1'b0;
                if (tx_val == 1) begin  
                    r_tx_data <= tx_data;  
                    state <= start;
                end else
                    state <= idle; 
            end
            end
        endcase
    end    
end    
endmodule
### run.sh
#!/bin/bash
# OpenROAD 26Q1-2900-gdf79404cd8, Yosys 0.63+post, stock flow scripts
make -C /OpenROAD-flow-scripts/flow DESIGN_CONFIG=/design/flow/config.mk WORK_HOME=/design/flow/orfs finish
### config.mk
export PLATFORM = sky130hd
export DESIGN_NAME = UART_Tx
export DESIGN_NICKNAME = UART_Tx
export VERILOG_FILES = /design/flow/design.v
export SDC_FILE = /design/flow/constraint.sdc
export NUM_CORES = 4
export LEC_CHECK = 1
export CORE_AREA = 10 10 78 78
export DIE_AREA = 0 0 88 88
### constraint.sdc
current_design UART_Tx

set clk_period 2.6
set clk_io_pct 0.2

create_clock -name clk0 -period $clk_period [get_ports {clk}]

set non_clock_inputs [all_inputs -no_clocks]
set_input_delay [expr $clk_period * $clk_io_pct] -clock clk0 $non_clock_inputs
set_output_delay [expr $clk_period * $clk_io_pct] -clock clk0 [all_outputs]
==> metrics.cfg <==
[worst_hold_path]
hp-class = reg -> reg

[timing]
hold_violations = 0
max_freq_mhz = 545
post-route-period-util_pct = 70.6
fin_skew_ns = 0.00203
drv_slew = 0
totalNegativeSetupSlack_ns = 0
rsz0062_at_grt = false
tightest_slew_ns = 0.367
min_period_ns = 1.84
setup_slack_ns = 0.764
slew_headroom_pct = 75.5
setup_viol = 0

[synthesis]
yosys_cells = 62
ys_area_um2 = 783
syn_avg_cell_area_um2 = 12.6
synthTopCellsByCount = dfrtp_1, edfxtp_1, nand2_1, a21oi_1, o21ai_0
flop_cell = edfxtp_1
yosys_warnings = 1
synthTopCellsByArea = edfxtp_1, dfrtp_1, dfstp_2
top_cell_area_share_pct = 30.7
ys_seq_share_pct = 62.9
synthesis.instances = 62
syn_area_um2 = 783
synthArstFlopShare_pct = 55.6
yosys.area.top_type = edfxtp_1
yosysUniqueCellTypes = 29
numSynthFlops = 18
edf_count = 8

[flow_run]
drv_cap = 0
warning_count = 25

[place]
port_buffers = 13
preCtsSetupSlack_ns = 0.488
place.gp.congestion = 0.805

[drt]
wl_mm = 1.45
routedWlPerCell_um = 11.3
num_antenna_cells = 0
first_pass_iters = 4
routed-via-count = 533
drc = 0
vias_per_cell = 4.16
ant_nets = 0
drtIter0Drc = 15

[global_routing]
grt_pass1_wl_mm = 2.59
track_usage_pct = 4.00
antenna_found_initial = 0
grt_start_max_net_pins = 12
grt_pass1_vias = 551
globalRoute.totalOverflow = 0

[final_layout]
area_growth_pct = 28.6
drive_gt1_share_pct = 10.5

[floorplanning]
die_h_um = 88
io_pins = 14
die-area_mm2 = 0.00774
dieWidth_um = 88
initCoreUtil_pct = 17.7
core_mm2 = 0.00441
num_rows = 24

[clocking]
cts_max_level = 1
cts_tree = yes
cts.sinks = 18
clk_latency_ns = 0.25
cts_root_buf = clkbuf_8
holdBufCountCts = 0
clockBufferDepth = 2
post_cts_buffers = 0
numCtsBuffers = 3
clk_transition_reported_paths_ns = 0.06
ctsResizeCount = 0

[worst_setup_path]
end_kind = flip-flop
worstSetupPathType = in -> reg
worst_setup_path_start_kind = input pin
cp_max_fo = 10
worst_ep_required_time_ns = 2.52
worstPathArrival_ns = 1.76

[pwr]
cellLeakagePower_nw = 0.369
power_density_mw_per_mm2 = 513
peakVddDrop_mv = 0.227

[outcome]
status = finished clean

==> cell families (layout without fill, tap and decap cells) <==
group	count (synthesis)	in the layout	synth area share, %
muxes	4	4	6.87
buffers and inverters	7	21	4.47
adders and majority gates	1	1	1.60
AOI/OAI and AO/OA	17	17	14.1
and+or+nand+nor	15	15	10.1
DFF	18	18	62.9
==> worst paths after layout <==
check	endpoint	slack, ns	cells past startpoint	from
worst max-delay path	r_tx_data[5]$_DFFE_PP_	0.76	4	pulse_tx
worst min-delay path	state[2]$_DFF_PP0_	0.51	1	state[3]$_DFF_PP0_
worst max register to register	tx$_DFFE_PP1P_	1.08	3	bit_index[0]$_DFFE_PP0P_
worst min register to register	state[2]$_DFF_PP0_	0.51	1	state[3]$_DFF_PP0_
max in group asynchronous	tx$_DFFE_PP1P_	1.84	3	rst
min in group asynchronous	bit_index[1]$_DFFE_PP0P_	0.54	3	rst
==> registers in the layout (all words and copies together) (netlist names), named ones only <==
signal	flops
bit_index	3
busy	1
r_tx_data	8
state	4
tx	1
==> layout by cell type, fill, tap and decap left out, drive strengths merged <==
cell / n
a21o: 1
a21oi: 4
a31oi: 3
a32o: 1
and3: 1
buf: 1
clkbuf: 4
clkdlybuf4s50: 13
dfrtp: 8
dfstp: 2
edfxtp: 8
ha: 1
inv: 3
mux2: 1
mux2i: 2
mux4: 1
nand2: 5
nand3: 2
nand3b: 2
nand4: 1
nor2: 1
nor2b: 1
o2111ai: 1
o21a: 1
o21ai: 4
o221ai: 1
o2bb2ai: 1
or2: 1
or3: 1
==> cell type report <==
type / count / area (um2)
inverter: 3 / 11.3
clock buffer: 4 / 45.0
timing repair buffer: 14 / 138
multi-input combinational: 37 / 255
tap: 52 / 65.1
fill: 455 / 3410
sequential: 18 / 493
==> per-layer routing <==
metal  wire length, um  GRT usage [%]  up-vias
met5                 0              0        -
met4                41           1.01        0
met3                60          0.935        5
met2               675           5.89       16
met1               670           5.82      250
li1                  -              -      262
==> power breakdown <==
part | switching, mW | total [mW] | leakage [nW] | internal (mW)
Clock | 0.0863 | 0.195 | 0.0228 | 0.109
Sequential | 0 | 0.298 | 0.194 | 0.298
Combinational | 0.00855 | 0.0247 | 0.152 | 0.0161
==> per-stage QoR <==
step | hold slack, ns | cells | instance area, um2 | power (mW) | utilization, %
floorplan | 0.364 | 62 | 783 | 0.309 | -
global placement | 0.496 | 124 | 962 | 0.328 | 21.8
detailed placement | 0.505 | 124 | 962 | 0.328 | 21.8
CTS | 0.515 | 128 | 1010 | 0.525 | 22.8
global route | 0.540 | 128 | 1010 | 0.539 | 22.8
finish | 0.506 | 128 | 1010 | 0.517 | 22.8
==> critical path, cell delays in order <==
cell             delay [ns]
clkdlybuf4s50_1        0.69
nand2_1                0.07
o21ai_0                0.08
and3_1                 0.39
Power is estimated from default activity; no workload was simulated.
