File: ./design.v
module UART_Rx(
    input clk,
    input rst,
    input pulse_rx,
    input rx,
    output [7:0] rx_data,
    output reg rx_val
    );
parameter idle = 3'b000, start = 3'b001, receive_data = 3'b010, stop = 3'b011;
reg [2:0] state;
reg r_rx = 1'b1;  
reg [2:0] bit_index = 0;
reg [7:0] r_rx_data = 0;  
always @(posedge clk)
begin
    if (rst == 1) begin
        state <= idle;
        rx_val <= 1'b0;
        bit_index <= 0;
        r_rx <= rx;  
    end else begin
        r_rx <= rx;  
        case (state)
        idle: begin
            rx_val <= 1'b0;
            bit_index <= 0;
            if (r_rx == 1'b0) begin  
                state <= start;
                rx_val <= 1'b1;
            end else
                state <= idle; 
            end 
        start: begin  
            if (pulse_rx == 1) begin
                if (r_rx == 1'b0)
                    state <= receive_data;
                else
                    state <= idle; 
                end
            end
        receive_data: begin
            rx_val <= 1'b1;
            if (pulse_rx == 1) begin
                r_rx_data[bit_index] <= r_rx;
                if(bit_index < 7) begin
                    bit_index <= bit_index + 1;
                    state <= receive_data;
                end else begin
                    bit_index <= 0;
                    state <= stop;
                end 
            end
            end   
        stop: begin  
            if (pulse_rx == 1) begin
                state <= idle;
                rx_val <= 1'b1;
            end
            end
        default: begin
            r_rx_data <= 8'b11111111;  
            rx_val <= 0;
            state <= idle;  
            end
        endcase
    end
end
assign rx_data = r_rx_data;
endmodule
File: ./run.sh
#!/bin/bash
# OpenROAD 26Q1-2900-gdf79404cd8, Yosys 0.63+post, stock flow scripts
make -C /OpenROAD-flow-scripts/flow DESIGN_CONFIG=/design/flow/config.mk WORK_HOME=/design/flow/orfs finish
File: ./config.mk
export PLATFORM = sky130hd
export DESIGN_NAME = UART_Rx
export DESIGN_NICKNAME = UART_Rx
export VERILOG_FILES = /design/flow/design.v
export SDC_FILE = /design/flow/constraint.sdc
export NUM_CORES = 4
export LEC_CHECK = 1
export CORE_AREA = 10 10 86 86
export DIE_AREA = 0 0 96 96
File: ./constraint.sdc
current_design UART_Rx

set clk_period 1.9
set clk_io_pct 0.2

create_clock -name clk0 -period $clk_period [get_ports {clk}]

set non_clock_inputs [all_inputs -no_clocks]
set_input_delay [expr $clk_period * $clk_io_pct] -clock clk0 $non_clock_inputs
set_output_delay [expr $clk_period * $clk_io_pct] -clock clk0 [all_outputs]
==> impl_metrics.ini <==
; synthesis and place-and-route metrics
[outcome]
outcome = complete, no violations

[drt]
drcViolationCount = 0
ant_nets = 0
wirelength_microns = 2000
first_iter_violations = 28
antennaDiodeCount = 0
num_vias = 740
wire_per_inst_microns = 10.8
first_pass_iters = 4
via_per_inst = 4.00

[global_route]
grt_pass1_wl_microns = 3570
grt_overflow = 0
grt_pass1_vias = 736
antenna_found_initial = 0
grt_start_max_net_pins = 14
grt_usage_pct = 4.72

[logic_synthesis]
syn_area_sq_um = 947
ys_seq_share_pct = 44.4
yosysUniqueCellTypes = 38
ys_ff = 17
avgSynthCellArea_sq_um = 10.1
ys_warn_count = 1
synth-async-reset-ratio_pct = 0
syn_inst = 94
edf_count = 8
synth-cells-yosys = 94
ys.flop_type = dfxtp_1
synth_chip_area_sq_um = 947

[timing]
tns_ns = 0
setup_viol = 0
rsz0062_at_grt = false
skew_ns = 0.00446
tightest_slew_ns = 0.426
period_used_pct = 84.6
period_minus_slack_ns = 1.61
relSlewSlack_pct = 71.5
max_freq_mhz = 622
hold_ws_ns = 0.515
hold_violations = 0
finalMaxSlewViolations = 0

[pwr]
clkPwrFrac_pct = 37.2
swShare_pct = 21.6
p_leak_nw = 0.405
power.density_nw_per_um2 = 588
power.switching_uw = 155
pwr-share-comb_pct = 7.0
p_seq_share_pct = 55.8
peakVddDrop_mv = 0.577
internal-power_uw = 562

[finish]
syn_to_final_growth_pct = 28.7
fillers = 635
fin_cells = 185
drive_gt1_share_pct = 13.3
stdcell_area_sq_um = 1220

[die]
die_width_microns = 96
fp-row-count = 27
dieArea_sq_um = 9220
io_pins = 13
die.size.y_microns = 96
fp_util_pct = 17.1
core_area_sq_um = 5540

[job]
cap_violations = 0
warnings = 27

[clock_tree]
clk_pin_slew_worst_paths_ns = 0.07
clock_latency_ns = 0.25
cts_setup_buffers = 0
cts_sinks = 17
cts_tree = built
cts_resized = 0
cts_buffers = 3
htree_levels = 1
cts_hold_buffers = 0
root_buffer = clkbuf_8
clock_path_buffers = 2

[placement]
port_buffers = 12
hpwlAfterDp_microns = 1500
gp_congestion = 0.786
post_dp_cell_area_sq_um = 1170
place_inst = 181

[setup_path]
critPathCaptureType = register
critPathMaxFanout = 8
crit_type = input port to register
critPathRequiredTime_ns = 1.86
r2r_start = bit_index[0]
path_cells = clkdlybuf4s50_1 > or4_1 > a21oi_1 > buf_4
worstPathArrival_ns = 1.57
cp_slowest_cell = or4_1
critPathMaxStageDelay_ns = 0.47
startpoint = rst
start_kind = input port

[hold_path]
hp-start = state[2]
hold_path.class = register to register
[critical path: cells and delay by family]
family,cells,cell delay (ns)
buffers and inverters,2,0.60
AOI/OAI and AO/OA,1,0.13
and+or+nand+nor,1,0.47
[sequential cells by signal, summed over array words and instances (netlist names)]
name	count
r_rx	1
bit_index	3
rx_val	1
r_rx_data	8
state	4
[layout make-up]
type                       count  area (sq um)  share of cell area, %
inverter                       6          22.5                   1.85
multi-input combinational     67           467                   38.3
clock inverter                 1          5.00                  0.411
timing repair buffer          19           173                   14.2
clock buffer                   3          41.3                   3.39
tap                           72          90.1                   7.39
sequential                    17           420                   34.5
[logic make-up (layout without fill, tap and decap cells)]
| kind of cell | count (synthesis) | after routing | synth area share, % |
|---|---|---|---|
| AND/OR/NAND/NOR | 33 | 33 | 21.7 |
| buffers and inverters | 10 | 29 | 6.34 |
| flip-flops | 17 | 17 | 44.4 |
| adder cells (fa/ha/maj) | 3 | 3 | 3.96 |
| multiplexers | 3 | 3 | 3.17 |
| XOR/XNOR | 2 | 2 | 1.85 |
| AND-OR/OR-AND | 26 | 26 | 18.6 |
[through the flow]
step | power [mW] | util [%] | setup WS (ns)
after CTS | 0.732 | 22.0 | 0.300
after floorplan | 0.434 | - | 0.0909
after global placement | 0.458 | 21.2 | 0.0225
after global routing | 0.754 | 22.0 | 0.197
after detailed placement | 0.458 | 21.2 | 0.0222
final | 0.717 | 22.0 | 0.292
[power groups by stage]
| stage | Combinational (mW) | Sequential (mW) | Clock (mW) |
|---|---|---|---|
| final | 0.0502 | 0.400 | 0.267 |
| after global routing | 0.0561 | 0.401 | 0.297 |
| after CTS | 0.0507 | 0.399 | 0.282 |
[per-layer routing]
| layer | up-vias | part of all wire, % | GRT usage (%) |
|---|---|---|---|
| li1 | 385 | - | - |
| met1 | 341 | 55 | 7.06 |
| met2 | 12 | 40 | 6.89 |
| met3 | 2 | 4.2 | 1.34 |
| met4 | 0 | 0.70 | 0.369 |
| met5 | - | 0 | 0 |
[worst paths after layout]
| path | to | slack [ns] | cells after the start |
|---|---|---|---|
| min | state[2] | 0.52 | 2 |
| min reg2reg | state[2] | 0.52 | 2 |
| max reg2reg | r_rx_data[2] | 0.31 | 5 |
| max | r_rx_data[7] | 0.29 | 4 |
[layout by cell type, fill, tap and decap left out, types with 3 or more instances in the layout]
master           count
buf_4                7
inv_1                6
o21ai_0              4
clkbuf_8             3
nand2b_1             6
ha_1                 3
mux2i_1              3
nor2_1               6
a21oi_1              6
edfxtp_1             8
clkdlybuf4s50_1     12
dfxtp_1              9
nand2_1              5
[synthesized netlist by cell type (3+ instances only)]
library cell,number,area share [%]
nand2b_1,6,4.0
inv_1,6,2.4
nand2_1,5,2.0
mux2i_1,3,3.2
ha_1,3,4.0
nor2_1,6,2.4
edfxtp_1,8,25
o21ai_0,4,2.1
a21oi_1,6,3.2
dfxtp_1,9,19
Power figures rest on the tool's default switching activity, not on a simulated workload.
